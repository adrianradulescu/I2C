--- config.mk ---
export PLATFORM = sky130hd
export DESIGN_NAME = counter
export DESIGN_NICKNAME = counter
export VERILOG_FILES = /design/flow/design.v
export SDC_FILE = /design/flow/constraint.sdc
export NUM_CORES = 4
export LEC_CHECK = 1
export CORE_AREA = 10 10 70 70
export DIE_AREA = 0 0 80 80
--- constraint.sdc ---
current_design counter

set clk_period 1.7
set clk_io_pct 0.2

create_clock -name clk0 -period $clk_period [get_ports {fclk}]

set non_clock_inputs [all_inputs -no_clocks]
set_input_delay [expr $clk_period * $clk_io_pct] -clock clk0 $non_clock_inputs
set_output_delay [expr $clk_period * $clk_io_pct] -clock clk0 [all_outputs]
--- design.v ---
`timescale 1ns / 1ps
module counter(
    input clk,
    input fclk,
    output reg isfull
    );
reg [3:0] size = 0;
always @ (negedge fclk) begin
	if ((!clk)&(size!=4'b1011)) size <= size + 1;
	if (size == 4'b1011) begin
		size <= 0;
		isfull <= 1;
	end
	else isfull <= 0;
	end
endmodule
--- run.sh ---
#!/bin/bash
# OpenROAD 26Q1-2900-gdf79404cd8, Yosys 0.63+post, stock flow scripts
make -C /OpenROAD-flow-scripts/flow DESIGN_CONFIG=/design/flow/config.mk WORK_HOME=/design/flow/orfs finish
==> changes_impl.md <==
## Flow update

- Status: finished with violations
- Violated checks: setup timing
- Mean area per synthesized cell: 10.1 sq um
- Ys cells: 20
- Synth Area in Simple Gates: 19.8%
- Synth cell types: 13
- Post-DRT Antenna Nets: 0
- Post-DP HPWL: 312 microns
- Hold WC Path Type: register to register
- Total length of routed wires: 427 microns
- Routed vias: 169
- H-Tree Depth: 1
- Xor/xnor share: 8.64%
- Iteration tally of the first detailed-router pass: 3
- Iteration-0 DRC Markers: 2
- Worst-skew pair later-pin latency: 0.30 ns
- Largest area contributor in the netlist: dfxtp_1
- Main logic family: simple AND/OR/NAND/NOR gates
- Worst setup SP type: register
- Post-synth ARST share: 0%
- Chip Area, Yosys: 203 sq um
- Placed inst area: 295 sq um
- Vias per cell: 2.19
- CTS tree: done
- Synth Seq Share: 49.4%
- Initial antenna violation count: 0
- Post-CTS Hold Buffers: 0
- Tool warnings: 33
- Area of the core: 3420 sq um
- Post-route cell area: 328 sq um
- Layout cells sized above 1: 25.8%
- Area fraction in compound gates: 3.70%
- Filler cell count: 414
- Final GP Congestion: 0.667
- MUX area fraction: 10.5%
- Crit Path Max Fanout: 1
- Crit-path max cell delay: 0.29 ns
- First-pass GRT wire length: 828 microns
- Die area: 6400 sq um
- Tightest Pin Transition: 0.177 ns
- Count of library flops with an enable pin: 0
- Max-area cell share: 49.4%
- Die Span X: 80 microns
- Synth top cells by count: dfxtp_1 (5), nor2_1 (4)
- Syn Inst Count: 20
- Synth-to-layout area growth: 61.7%
- CTS Sinks: 5
- Vias in the first global route: 234
- Die Y-Extent: 80 microns
- Top Family by Delay on Critical Path: flip-flops
- Max Cap Viol: 0
- Setup CP Type: register to output port
- Synth top cell by count: dfxtp_1
- Pwr Density: 1620 nW/um^2
- Site Rows: 21
- # IOs: 3
- Synth top area cells: dfxtp_1 (49%), nor2_1 (7.4%), ha_1 (6.2%)
- Grt ovf: 0
- Buffers on Ports: 2
- Tot GR Track Use: 1.72%
- Clock slew at reported path FFs: 0.03 ns
- Starting Density: 5.93%
- Slew margin rel.: 88.2%
- CP Capture Type: output port
- RSZ-0062 raised after global routing: true
- Worst path cell trace: buf_2
- Final Skew: 0.00994 ns
- Mapped cell area: 203 sq um
- Clock Tree Buf Depth: 2
- Final hold vios: 0
- Worst path slowest cell: dfxtp_2
- Commonest flop: dfxtp_1
- Clock buffer count from CTS: 3
- CP bufs+invs: 1
- Slew Limit Fails: 0
- Final setup fails: 1
- Synthesis-stage register bit count: 5
- Critical path arrival: 1.54 ns
- Leak: 0.153 nW
- Inserted Diodes: 0
- DR WL/cell: 5.55 microns
- Adder Share, Synth: 6.17%
- Largest net degree at the start of global routing: 6
- Peak VDD IR: 0.346 mV
- YS warnings: 1
- Worst Path Required: 1.36 ns
- CTS root buf: clkbuf_4
- DRC viols: 0
- Setup TNS: -0.182 ns
- Final WS setup: -0.182 ns
==> path summary, 6_finish.rpt <==
path | depth (start not counted) | startpoint | end | slack (ns)
min reg2reg | 1 | size[2]$_SDFFE_NN0P_ | isfull$_DFF_N_ | 0.52
min | 1 | size[2]$_SDFFE_NN0P_ | isfull$_DFF_N_ | 0.52
max | 1 | isfull$_DFF_N_ | isfull | -0.18
max reg2reg | 3 | size[0]$_SDFFE_NN0P_ | size[2]$_SDFFE_NN0P_ | 0.57
==> registers in the layout, summed over array words and instances (netlist names) <==
| signal | count |
|---|---|
| isfull | 1 |
| size | 4 |
==> kinds of logic after synthesis <==
kind of cell,after synthesis
simple gates,8
flops,5
xor+xnor,2
mux,2
compound gates,1
buf+inv,1
fa+ha+maj,1
==> cell type report <==
class | count | area (sq um) | share of cell area (%)
tap | 46 | 57.6 | 17.6
sequential | 5 | 101 | 30.9
timing repair buffer | 3 | 17.5 | 5.34
multi-input combinational | 14 | 106 | 32.4
clock buffer | 3 | 22.5 | 6.87
clock inverter | 6 | 22.5 | 6.87
==> through the flow <==
| step | instances | setup slack, ns | hold WS [ns] | utilization [%] | power (mW) |
|---|---|---|---|---|---|
| 4_1_cts | 77 | -0.192 | 0.529 | 9.74 | 0.546 |
| 2_1_floorplan | 20 | -0.0155 | 0.467 | - | 0.341 |
| 3_5_place_dp | 69 | -0.608 | 0.512 | 8.64 | 0.384 |
| 6_report | 77 | -0.182 | 0.524 | 9.60 | 0.531 |
| 5_1_grt | 77 | -0.235 | 0.560 | 9.60 | 0.601 |
| 3_3_place_gp | 69 | -0.581 | 0.488 | 8.64 | 0.365 |
==> layer usage <==
metal	GRT usage, %	part of all wire, %
met1	1.27	43
met5	0	0
met2	2.49	41
met4	0.880	2.6
met3	2.16	13
==> cells in the final DEF (no fill, tap or decap) <==
cell      synthesis  final
buf_4             0      1
a21o_1            1      1
buf_2             0      2
nor3b_1           1      1
ha_1              1      1
nand3b_1          1      1
mux2_1            1      1
nor2b_4           0      1
inv_1             1      6
dfxtp_2           0      1
dfxtp_1           5      4
clkbuf_4          0      3
xnor2_1           1      1
nor2_1            4      4
nand2_1           1      1
xor2_1            1      1
mux2i_1           1      1
==> what timing repair did <==
item / in CTS / in global routing
buffers inserted: 0 / 0
pin swaps: 0 / 0
gates cloned: 0 / 0
setup endpoints to repair: 5 / 2
gates resized: 6 / 2
==> power breakdown <==
part / internal, mW / leakage (nW) / switching [mW]
Combinational: 0.0836 / 0.0654 / 0.0577
Clock: 0.0989 / 0.0458 / 0.0767
Sequential: 0.170 / 0.0422 / 0.0433
Total: 0.353 / 0.153 / 0.178
Power and IR drop assume default switching activity.
